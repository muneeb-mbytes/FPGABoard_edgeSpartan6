<file path="design/flow/config.mk">
export PLATFORM = sky130hd
export DESIGN_NAME = bintobcd
export DESIGN_NICKNAME = bintobcd
export VERILOG_FILES = /design/flow/design.v
export SDC_FILE = /design/flow/constraint.sdc
export NUM_CORES = 4
export LEC_CHECK = 1
export CORE_AREA = 10 10 70 70
export DIE_AREA = 0 0 80 80
</file>
<file path="design/flow/constraint.sdc">
current_design bintobcd

set clk_period 4.6
set clk_io_pct 0.2

create_clock -name clk0 -period $clk_period

set non_clock_inputs [all_inputs -no_clocks]
set_input_delay [expr $clk_period * $clk_io_pct] -clock clk0 $non_clock_inputs
set_output_delay [expr $clk_period * $clk_io_pct] -clock clk0 [all_outputs]
</file>
<file path="design/flow/design.v">
`timescale 1ns / 1ps
module bintobcd(
   input [7:0] count,
   output reg [11:0] bcd
   );
integer i;
always @(count) begin
    bcd=0;		 	
    for (i=0;i<8;i=i+1) begin					 
   if (bcd[3:0] >= 5) bcd[3:0] = bcd[3:0] + 3;		 
	if (bcd[7:4] >= 5) bcd[7:4] = bcd[7:4] + 3;
	if (bcd[11:8] >= 5) bcd[11:8] = bcd[11:8] + 3;
	bcd = {bcd[10:0],count[7-i]};				 
    end 
end
endmodule 
</file>
<file path="design/flow/run.sh">
#!/bin/bash
# OpenROAD 26Q1-2900-gdf79404cd8, Yosys 0.63+post, stock flow scripts
make -C /OpenROAD-flow-scripts/flow DESIGN_CONFIG=/design/flow/config.mk WORK_HOME=/design/flow/orfs finish
</file>
==> run notes <==
Implementation results.

The script computed the net switching share of total power as 0.4201. Setup repair after global routing could not meet its margin everywhere. Excluding fillers, the count of instances in the completed layout stands at 242. The routed layout has 1,226 vias. The count of input and output buffers is 16. The pre-antenna-repair detailed-routing pass consisted of 4 iterations. The placement stage leaves a total instance area of 1644 um2.

After the first detailed-routing iteration, the DRC count stood at 39. The type recorded for the worst min-delay path is primary input to primary output. The number of core rows is 21. The critical path is of the primary input to primary output type. The distinct cell type count of the synthesized netlist is 61. The flow ran to the end, but the final reports show violations. The residual overflow from global routing is 0. The ratio of cells with drive above 1 in the final layout is 0.5918. Overall power consumption after layout is estimated at 497.4 uW. The flow measured a signed area growth from synthesis to layout of 74.29%. The routed design ends up with an antenna cell count of 0. The tally of max-capacitance violations is 0. The area of the chip is 6400 um2. The power report puts the leakage power at 0.7843 nW. The total wirelength of the detailed-routed design is 2875 um. RePlAce ended its routability-driven mode at a weighted congestion of 0.8400. The worst setup path is captured at a primary output. The global-route wire length before repair is 4892 um.

The worst setup path is launched from a primary input. The setup violation total in the final timing report is 8. The internal power summed over all cells is 288.4 uW. Across all hold checks on the routed design, the worst slack comes to 1840 ps. The worst VDD IR drop from the latest analysis is 88.65 uV. In the floorplan report the effective utilization is 0.3077. In this run the standard cell core region covers 3416 um2. The yosys warning tally is 1. The final sequential cell count is 0.

Counting the clock-network buffers in the layout gives 0. After detailed routing, the average wire length per cell comes to 11.88 um. The total power density per cell area is 271.5 nW/um2. The smallest setup slack after layout is -525.0 ps.

The die span in y is 80 um. Counting the fill cells in the layout gives 300. The initial antenna violation count is 0.

The chip area estimate from yosys synthesis is 1051 um2. The share of total power in sequential cells is 0. The synthesized netlist handed to floorplanning was reported with a cell count of 134. The final reports fail on negative setup slack. The combinational power share is 1.000.

Pin placement for this block handled 20 I/O pins. The final period utilization is 1.114. The worst hold path stage count is 0. The sequential cells in the finished layout cover a total of 0 um2. The report shows a maximum critical-path fanout of 3.

The total instance count after detailed placement is 230. Across all stage logs, warnings added up to 39. The post-synthesis area per instance is 7.843 um2. After synthesis the cells add up to 1051 um2. The horizontal die size is 80 um. The power report attributes to the clock group a share of 0.

The final number of hold-violating endpoints is 0. The final number of max-transition violations is 0. After clock tree synthesis, the flow added hold-fix buffers numbering 0. The number of global-route vias before repair came to 1,139. Across every metal layer, demand over resource in global routing totals 0.08605.

Per Yosys stat, the portion of area used by sequential elements is 0. The DRC violation total left in the routed layout is recorded as 0. The average vias per placed instance is 5.066. The power report puts the net switching power at 209.0 uW. The maximum operating frequency is 195.1 MHz. The worst setup slack after placement is -1394 ps. The final timing report derives a shortest allowable period of 5125 ps. The share of the core filled with cells in the final layout is 0.5363. The maximum number of pins on one net before global-route repair is 13. The sum of negative setup slack is -2946 ps. The finished cells cover 1832 um2. The count of antenna-violating nets left after detailed routing is 0. The detailed-placement wirelength estimate is 2274 um. STA puts the critical path data arrival time at 4210 ps. The required time of the worst setup path is 3680 ps. The count of instantiated cells in the yosys netlist is 134.
Yosys cell counts, types with 2 or more instances:
cell type	count	area (um2)
sky130_fd_sc_hd__buf_4	4	30.03
sky130_fd_sc_hd__mux2i_1	2	20.02
sky130_fd_sc_hd__a21oi_1	8	40.04
sky130_fd_sc_hd__a211oi_1	2	15.01
sky130_fd_sc_hd__nand3b_1	2	15.01
sky130_fd_sc_hd__and4b_1	2	20.02
sky130_fd_sc_hd__nand4_1	3	18.77
sky130_fd_sc_hd__a31oi_1	2	12.51
sky130_fd_sc_hd__nand3_1	4	20.02
sky130_fd_sc_hd__xnor2_1	5	43.79
sky130_fd_sc_hd__nor2_1	6	22.52
sky130_fd_sc_hd__nor2b_1	2	12.51
sky130_fd_sc_hd__inv_1	6	22.52
sky130_fd_sc_hd__o22ai_1	2	12.51
sky130_fd_sc_hd__nand2b_1	4	25.02
sky130_fd_sc_hd__a21oi_2	2	17.52
sky130_fd_sc_hd__o2bb2ai_1	3	26.28
sky130_fd_sc_hd__a21o_1	2	15.01
sky130_fd_sc_hd__o21ai_1	2	10.01
sky130_fd_sc_hd__a221o_1	2	20.02
sky130_fd_sc_hd__mux2i_4	2	45.04
sky130_fd_sc_hd__nand2_1	8	30.03
sky130_fd_sc_hd__nor3_1	3	15.01
sky130_fd_sc_hd__and2_2	2	15.01
sky130_fd_sc_hd__xnor2_2	2	32.53
sky130_fd_sc_hd__a22oi_1	2	15.01
sky130_fd_sc_hd__o21ai_0	5	25.02
sky130_fd_sc_hd__clkbuf_1	3	11.26
sky130_fd_sc_hd__inv_2	2	7.510
sky130_fd_sc_hd__ha_1	9	112.6
routing by layer:
metal	wire length, um	global-route usage	part of all wire	up-vias
met5	0	0	0	-
met4	36	0.001761	0.013	0
li1	-	-	-	630
met2	1435	0.1589	0.50	34
met3	67	0	0.023	7
met1	1337	0.1146	0.47	555
final cells by class:
type	instances	area, um2	area share
multi-input cells	118	1174	0.6407
repair buffers	70	565.5	0.3087
well taps	46	57.56	0.03142
inverters	8	35.03	0.01913
power groups by stage:
stage     clock network [mW]  logic (mW)  registers [mW]
6_report                   0       0.497               0
5_1_grt                    0       0.543               0
4_1_cts                    0       0.489               0
critical path: stages:
cell                       delay (ps)
sky130_fd_sc_hd__buf_8             80
sky130_fd_sc_hd__inv_6             30
sky130_fd_sc_hd__ha_4             150
sky130_fd_sc_hd__o21ai_4          170
sky130_fd_sc_hd__xnor2_4          100
sky130_fd_sc_hd__ha_2             190
sky130_fd_sc_hd__nand2b_4         140
sky130_fd_sc_hd__a32oi_4          270
sky130_fd_sc_hd__xnor2_2          180
sky130_fd_sc_hd__ha_2             240
sky130_fd_sc_hd__nand2b_4          80
sky130_fd_sc_hd__buf_4            140
sky130_fd_sc_hd__a21boi_4         170
sky130_fd_sc_hd__mux2_4           320
sky130_fd_sc_hd__or3_4            360
sky130_fd_sc_hd__a21oi_4          150
sky130_fd_sc_hd__buf_6            110
sky130_fd_sc_hd__mux2_4           280
sky130_fd_sc_hd__buf_2            110
layout by cell type, fill, tap and decap left out, drive strengths merged, types with 2 or more instances in the layout:
cell type and count:
buf 62, a21oi 10, ha 9, nand2 8
o21ai 8, inv 8, xnor2 7, clkdlybuf4s50 6
nor2 6, nand3 5, nand2b 4, mux2i 4
nor3 4, o2bb2ai 3, nand4 3, a21o 3
mux2 3, and2 3, or3 3, nand3b 2
and4b 2, a31oi 2, nor2b 2, a22oi 2
a221o 2, conb 2, or2 2, a32oi 2
o22ai 2, a21boi 2, a211oi 2
cell families after synthesis:
logic type / Yosys count / synth area share
other: 1 / 0.003568
AND-OR/OR-AND: 47 / 0.3536
XOR/XNOR: 7 / 0.07262
multiplexers: 7 / 0.09761
AND/OR/NAND/NOR: 45 / 0.2631
buffers and inverters: 17 / 0.09285
adder cells (fa/ha/maj): 10 / 0.1167
what timing repair did:
action | in CTS | in global routing
gates resized | 51 | 11
pin swaps | 20 | 9
endpoints found under the setup margin | 9 | 9
buffers inserted | 10 | 2
final timing paths:
| path | from | end | slack (ps) |
|---|---|---|---|
| worst max-delay path | count[6] | bcd[7] | -530 |
| worst min-delay path | count[0] | bcd[0] | 1840 |
No activity file was given, so power comes from the tool's default toggle rates.
