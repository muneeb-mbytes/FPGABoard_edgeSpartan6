<file path="flow/design.v">
module debouncer(
input button,
input clk,
input reset,
output result
    );
wire Q1;
wire Q2;
wire EN1;
wire EN2;
wire xor_out;
DFF FF1 (button,clk,reset,1'b1,Q1);
DFF FF2 (Q1,clk,reset, 1'b1,Q2);
xor g1 (xor_out,Q1,Q2);
counter C1 (clk,xor_out,~c,c);     
	DFF FF3 (Q2,clk,reset, c,result);
endmodule
 module counter (clk, SCLR,EN,c);
     input clk;
     input SCLR;    
     input EN ;  
     reg [5:0] Cout;  
     output reg c; 
parameter N = 5;
            always@(posedge clk)
                    if(SCLR) 
                        begin
						  Cout <= 5'd0;
						  c<=1'd0;
						  end
                        else if (EN)    
                            begin
                                    if (Cout == N) 
                                    begin
                                            c<=1'd1;
                                            Cout <= 5'd0;
                                    end 
                                    else
                                    begin
                                            Cout <= Cout + 1'd1;
                                            c<=1'd0;
                                    end
                            end
endmodule     
module DFF(input D,input clk, input reset, input EN ,output Q);
reg temp;
            always @(posedge clk) 
                    begin
                      if(reset) begin
                        temp <=0;
                      end
                      else begin
                        if(EN)
                                begin
                                   temp <= D; 
                                end 
										  else
										  temp<=temp;
                    end  
                  end
assign 	Q=temp;					  
endmodule
</file>
<file path="flow/run.sh">
#!/bin/bash
# OpenROAD 26Q1-2900-gdf79404cd8, Yosys 0.63+post, stock flow scripts
make -C /OpenROAD-flow-scripts/flow DESIGN_CONFIG=/design/flow/config.mk WORK_HOME=/design/flow/orfs finish
</file>
<file path="flow/config.mk">
export PLATFORM = sky130hd
export DESIGN_NAME = debouncer
export DESIGN_NICKNAME = debouncer
export VERILOG_FILES = /design/flow/design.v
export SDC_FILE = /design/flow/constraint.sdc
export NUM_CORES = 4
export LEC_CHECK = 1
export CORE_AREA = 10 10 73 73
export DIE_AREA = 0 0 83 83
</file>
<file path="flow/constraint.sdc">
current_design debouncer

set clk_period 1.6
set clk_io_pct 0.2

create_clock -name clk0 -period $clk_period [get_ports {clk}]

set non_clock_inputs [all_inputs -no_clocks]
set_input_delay [expr $clk_period * $clk_io_pct] -clock clk0 $non_clock_inputs
set_output_delay [expr $clk_period * $clk_io_pct] -clock clk0 [all_outputs]
</file>
==> summary.rpt <==
RUN METRICS
----------------------------------------------------
[Floorplan]
  Overall die width ........................ approximately 83 µm
  Starting density of the core ........................ 0.123
  Core Box Area ........................ 0.00374 mm²
  Chip area ........................ approximately 0.0069 mm²
  Top-level port count ........................ 4
  DIE HEIGHT ........................ between 80 and 90 µm
  Rows ........................ 22

[Critical path]
  Worst R2R End ........................ C1.Cout[0]
  Series of cell instances along the critical path ........................ clkdlybuf4s50_1
  Kind of start point of the critical path ........................ flip-flop
  Cells on worst reg2reg path ........................ 4
  Slack of the worst reg-to-reg path ........................ between 300 and 400 ps
  Data arrival time of the critical path ........................ between 1000 and 1500 ps
  Source of the worst register-to-register timing path ........................ C1.Cout[0]
  Max FO, Critical Path ........................ 2
  Worst endpoint required time ........................ 1280 ps
  Worst path top cell family by delay ........................ buffers and inverters
  Library cell contributing the largest single delay on the critical path ........................ sky130_fd_sc_hd__clkdlybuf4s50_1
  Number of stages on the worst setup path ........................ 1
  CP Buf/Inv Count ........................ 1
  Slowest stage delay, CP ........................ 470 ps
  Type of destination of the critical path ........................ output pin
  Category of the critical setup timing path ........................ reg -> out

[Timing]
  Worst Skew ........................ approximately 0.8 ps
  Post-layout min period ........................ 1340 ps
  Worst slew margin relative to its limit ........................ 0.691
  Worst-Margin Slew ........................ 462 ps
  Final setup viols ........................ 0
  Final critical-path setup slack ........................ between 200 and 300 ps
  Hold violation total from the final report ........................ 0
  Maximum frequency from static timing analysis ........................ 0.747 GHz
  Number of max-slew violations in the final report ........................ 0
  Total Negative Setup Slacks ........................ 0 ps
  Post-layout period usage ........................ 0.837
  Setup repair after global routing missed its margin ........................ no

[Power]
  Maximum ir drop on the vdd rail ........................ 0.660 mV
  Clock share of power ........................ 0.348
  Sequential fraction of design power ........................ 0.447
  Lkg Pwr ........................ 0.226 nW
  Overall power ........................ 0.893 mW
  Power per cell area ........................ ~1500 mW/mm²
  Power dissipated by switching net loads ........................ approximately 0.27 mW
  Internal power ........................ roughly 0.62 mW
  Combinational share of power ........................ 0.205
  Switching share of total power ........................ 0.303

[Clock tree]
  Total setup buffers inserted after CTS ........................ 0
  Root Buffer ........................ sky130_fd_sc_hd__clkbuf_8
  H-tree level count ........................ 1
  Number of gates resized after CTS ........................ 0
  Longest Clk Path Bufs ........................ 2
  Clk Latency, worst-skew pair ........................ ~230 ps
  Total number of clock tree sinks ........................ 10
  Post-CTS Hold Buffers ........................ 0
  Clock Pin Slew Worst Setup and Hold Paths ........................ roughly 50 ps
  Clock tree from TritonCTS ........................ done
  Cts bufs inserted ........................ 3

[Routing]
  Routed metal-1 wirelength ........................ around 420 µm
  Final WL ........................ 747 µm
  Antenna diode instance count ........................ 0
  Antenna violation net count after detailed routing ........................ 0
  Met2 Wirelength ........................ approximately 260 µm
  Top routing layer in use ........................ met3
  Routed length on met3 ........................ 69 µm
  Drt first-iter violations ........................ 24
  Remaining routing DRC violations ........................ 0
  Drt first pass iters ........................ 4
  Detail-routed via count per cell ........................ 3.30
  Detailed-route via count ........................ approximately 320
  Detail-routed net length per standard cell ........................ 7.70 µm

[Global routing]
  Overall routing resource usage ........................ 0.0204
  Global-route wire length before repair ........................ 1230 µm
  Number of global-route vias before repair ........................ between 200 and 300
  Total global routing overflow ........................ 0
  Maximum number of pins on one net before global-route repair ........................ 11
  Antenna violations before repair ........................ 0

[Place]
  Count of input and output buffers ........................ 3
  GPL Wtd Cong ........................ about 0.8
  Setup slack after placement ........................ roughly 380 ps
  Placed Cells incl. Taps ........................ about 93

[Synth]
  Synthesized area per cell ........................ between 10 and 15 µm²
  Total of warnings raised by yosys ........................ 3
  Netlist area before placement ........................ roughly 460 µm²
  Cell count after synthesis ........................ 43
  Number of cells in the yosys synthesis report ........................ about 43
  Flops after synth ........................ 10
  Share of the yosys chip area belonging to registers ........................ 0.435
  Post-synthesis chip area from yosys ........................ about 460 µm²
  Number of distinct library cell variants in the gate-level netlist after synthesis ........................ 23

[Min path]
  Worst min path class ........................ reg -> reg
  Min-Delay Endpoint ........................ C1.Cout[5]
  Worst Hold Path Cells ........................ 2
  Hold wc startpoint ........................ C1.Cout[5]

[Cells and area]
  Area overhead of the layout relative to synthesis ........................ 29.1%
  Most common logic cells in the final layout ........................ 10 x sky130_fd_sc_hd__dfxtp_1, 4 x sky130_fd_sc_hd__clkbuf_8, 3 x sky130_fd_sc_hd__o21ai_0, 3 x sky130_fd_sc_hd__xor2_1, 3 x sky130_fd_sc_hd__clkdlybuf4s50_1
  Combinational cell area excluding buffers and inverters ........................ 241 µm²
  Area used by sequential logic in the layout ........................ 200 µm²
  Layout filler cell count ........................ between 400 and 500
  Fin cells ........................ between 90 and 100
  Leading cell type in the layout, fill and taps excluded ........................ sky130_fd_sc_hd__dfxtp_1
  Share of post-route cells with drive strength above 1 ........................ 0.143

[Run]
  Tool warning count ........................ 26
  MaxCap Viol Count ........................ 0

[Status]
  Outcome ........................ finished, final reports clean

----------------------------------------------------
logic make-up (layout without fill, tap and decap cells):
logic type | after synthesis | in the layout | share of synthesized area
multiplexers | 1 | 1 | 0.0217
AND/OR/NAND/NOR | 16 | 16 | 0.274
AND-OR/OR-AND | 7 | 7 | 0.0978
buffers and inverters | 3 | 9 | 0.0408
adder cells (fa/ha/maj) | 2 | 2 | 0.0543
flip-flops | 10 | 10 | 0.435
XOR/XNOR | 4 | 4 | 0.0761
metal layers:
metal,vias to the layer above,global-route usage
met1,145,0.0272
met3,0,0.0157
met2,8,0.0265
li1,167,-
met4,0,0
met5,-,0
power by group through the flow:
stage | clock network [mW] | registers, mW | logic [mW]
after global routing | 0.333 | 0.409 | 0.205
final | 0.311 | 0.399 | 0.183
after CTS | 0.315 | 0.399 | 0.186
per-stage QoR:
step,area [µm²],hold WS (ps),utilization
after global placement,539,466,0.144
after global routing,594,527,0.159
after floorplan,460,392,-
after detailed placement,539,481,0.144
after CTS,594,489,0.159
final,594,487,0.159
registers in the layout, indices dropped and copies added (netlist names):
name and flops:
C1.Cout 6, FF2.temp 1, C1.c 1, FF1.temp 1
FF3.temp 1
synthesized netlist by cell type (all sizes together):
| library cell | number | area share |
|---|---|---|
| nor2b | 2 | 0.027 |
| o21a | 1 | 0.016 |
| ha | 2 | 0.054 |
| dfxtp | 10 | 0.43 |
| xnor2 | 1 | 0.019 |
| o21ai | 3 | 0.033 |
| nor2 | 2 | 0.016 |
| nor3b | 1 | 0.016 |
| and2 | 1 | 0.016 |
| inv | 2 | 0.016 |
| xor2 | 3 | 0.057 |
| a21oi | 1 | 0.011 |
| or3 | 2 | 0.027 |
| nor4 | 1 | 0.046 |
| o41ai | 2 | 0.038 |
| nor3 | 1 | 0.011 |
| nand2 | 1 | 0.0081 |
| nand3 | 2 | 0.022 |
| mux2i | 1 | 0.022 |
| buf | 1 | 0.024 |
| nand4b | 2 | 0.071 |
| nand2b | 1 | 0.014 |
worst max path at each step:
stage	endpoint	startpoint
final	result	FF3.temp
after global routing	result	FF3.temp
after CTS	result	FF3.temp
layout make-up:
| type | count | share of cell area |
|---|---|---|
| multi-input cells | 30 | 0.406 |
| flip-flops and latches | 10 | 0.337 |
| well taps | 48 | 0.101 |
| clock buffers | 4 | 0.0926 |
| repair buffers | 3 | 0.0505 |
| inverters | 2 | 0.0126 |
Power figures rest on the tool's default switching activity, not on a simulated workload.
